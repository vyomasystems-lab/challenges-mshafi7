`flow/run.sh`:
```
#!/bin/bash
# OpenROAD 26Q1-2900-gdf79404cd8, Yosys 0.63+post, stock flow scripts
make -C /OpenROAD-flow-scripts/flow DESIGN_CONFIG=/design/flow/config.mk WORK_HOME=/design/flow/orfs finish
```
`flow/config.mk`:
```
export PLATFORM = sky130hd
export DESIGN_NAME = spi_master
export DESIGN_NICKNAME = spi_master
export VERILOG_FILES = /design/flow/design.v
export SDC_FILE = /design/flow/constraint.sdc
export NUM_CORES = 4
export LEC_CHECK = 1
export CORE_AREA = 10 10 111 111
export DIE_AREA = 0 0 121 121
```
`flow/constraint.sdc`:
```
current_design spi_master

set clk_period 1.3
set clk_io_pct 0.2

create_clock -name clk0 -period $clk_period [get_ports {clk}]

set non_clock_inputs [all_inputs -no_clocks]
set_input_delay [expr $clk_period * $clk_io_pct] -clock clk0 $non_clock_inputs
set_output_delay [expr $clk_period * $clk_io_pct] -clock clk0 [all_outputs]
```
`flow/design.v`:
```
module spi_master(rstb,clk,mlb,start,tdat,cdiv,din, ss,sck,dout,done,rdata);
    input rstb,clk,mlb,start;
    input [7:0] tdat;   
    input [1:0] cdiv;   
	input din;
	output reg ss; 
	output reg sck; 
	output reg dout; 
    output reg done;
	output reg [7:0] rdata;  
parameter idle=2'b00;		
parameter send=2'b10; 
parameter finish=2'b11; 
reg [1:0] cur,nxt;
	reg [7:0] treg,rreg;
	reg [3:0] nbit;
	reg [4:0] mid,cnt;
	reg shift,clr;
always @(start or cur or nbit or cdiv or rreg) begin
		 nxt=cur;
		 clr=0;  
		 shift=0; 
		 case(cur)
			idle:begin
				if(start==1)
		               begin 
							 case (cdiv)
								2'b00: mid=2;
								2'b01: mid=4;
								2'b10: mid=8;
								2'b11: mid=16;
 							 endcase
						shift=1;
						done=1'b0;
						nxt=send;	 
						end
		        end  
			send:begin
				ss=0;
				if(nbit!=8)
					begin shift=1; end
				else begin
						rdata=rreg;done=1'b1;
						nxt=finish;
					end
				end 
			finish:begin
					shift=0;
					ss=0;        
					clr=1;
					nxt=idle;
				 end
			default: nxt=finish;
      endcase
    end 
always@(negedge clk or negedge rstb) begin
 if(rstb==0) 
   cur<=finish;
 else 
   cur<=nxt;
 end
always@(negedge clk or posedge clr) begin
  if(clr==1) 
		begin cnt=0; sck=1; end
  else begin
	if(shift==1) begin
		cnt=cnt+1; 
	  if(cnt==mid) begin
	  	sck=~sck;
		cnt=0;
		end  
	end  
 end  
end  
always@(posedge sck or posedge clr ) begin  
 if(clr==1)  begin
			nbit=0;  rreg=8'hFF;  end
    else begin 
		  if(mlb==0)  
			begin  rreg={din,rreg[7:1]};  end 
		  else   
			begin  rreg={rreg[6:0],din};  end
		  nbit=nbit+1;
 end  
end  
always@(negedge sck or posedge clr) begin
 if(clr==1) begin
	  treg=8'hFF;  dout=1;  
  end  
 else begin
		if(nbit==0) begin  
			treg=tdat; dout=mlb?treg[7]:treg[0];
		end  
		else begin
			if(mlb==0)  
				begin treg={1'b1,treg[7:1]}; dout=treg[0]; end
			else 
				begin treg={treg[6:0],1'b1}; dout=treg[7]; end
		end
 end  
end  
endmodule 
```
==> flow_summary_export.csv <==
group,metric,value,unit
synthesis,ys.flops,43,
finish,drive_above_1_share,0.393,
place,portBuffers,25,
power,combPwrFrac,0.522,
clock_network,cts_tree,"built",
worst_setup_path,start_kind,"register",
worst_setup_path,crit_family,"flip-flops",
power,netSwitchingFraction,0.313,
floorplanning,coreArea,9860,um2
synthesis,netlist_area,1660,um2
power,p_int,2090,uW
drt,vias,1114,
synthesis,synth-async-reset-ratio,0.698,
worst_setup_path,critPathMaxFanout,2,
grt,grt_max_degree,28,
clock_network,clk_latency,0.29,ns
synthesis,syn_area_per_cell,12.0,um2
timing,relSlewSlack,0.458,
power,p_sw,953,uW
timing,hold_viol,0,
grt,antenna_found_initial,0,
place,dpl.hpwl,2.35,mm
power,clockPowerShare,0.113,
worst_setup_path,criticalPathCategory,"reg2out",
timing,unclocked_pins,34,
drt,drt_iter0_markers,26,
worst_setup_path,endpoint_kind,"primary output",
clock_network,path_clk_slew,0.04,ns
timing,finalSetupViolCount,8,
synthesis,edf_count,0,
power,p_per_area,1280,nW/um2
worst_setup_path,crit_path_top_delay_cell,"dfstp_2",
grt,grt_pass1_wl,5.12,mm
timing,setup_ws,-0.509,ns
hold_path,min_path_type,"reg2async",
timing,timing.setup.tns,-2.10,ns
grt,track_usage,0.0406,
synthesis,synth_stat.cells,138,
timing,final_max_slew_viol_count,0,
clock_network,cts_root_buffer,"clkbuf_8",
worst_setup_path,crit_arrival,1.55,ns
grt,grt_pass1_vias,1122,
synthesis,syn_inst,138,
drt,drcViolationCount,0,
job,cap_violations,0,
power,total_leakage_power,0.000969,uW
synthesis,ys.flop_type,"dfstp_2",
drt,wl_per_cell,9.75,um
synthesis,ys_area,1660,um2
timing,finClkSkew,0.0441,ns
clock_network,cts_made_buffers,3,
drt,wl,3.08,mm
floorplanning,rows,36,
finish,fillCellCount,1005,
synthesis,yosysUniqueCellTypes,38,
power,power_frac_seq,0.365,
power,ir_drop,0.000429,V
worst_setup_path,critPathRequiredTime,1.04,ns
worst_setup_path,cpPeakStageDelay,0.52,ns
clock_network,clk_path_buf_depth,2,
floorplanning,fp-utilization,0.168,
clock_network,cts_max_level,1,
worst_setup_path,crit_chain,"buf_2",
finish,area_delta_synth_final,43.3,%
floorplanning,die-area,14600,um2
drt,final_antenna_net_count,0,
status,outcome,"finished, violations left",
drt,avgViaCountPerCell,3.53,
grt,overflow,0,
clock_network,ctsHoldBuffers,0,
status,violations,"setup timing",
timing,untimed_endpoints,44,
floorplanning,io_pins,27,
timing,rsz0062_at_grt,"true",
finish,utilization,0.241,
place,place.gp.congestion,0.791,
drt,diodes,0,
floorplanning,dieWidth,121,um
synthesis,ys_warn_count,1,
drt,firstDrtPassIters,4,
floorplanning,die_y,121,um
timing,worst_slew_pin_slew,0.811,ns
job,tool_warnings,31,
worst_setup_path,crit_buf_inv,1,
==> layout make-up <==
cell class | instances | area [um2] | share of cell area
sequential | 43 | 970 | 0.407
multi-input combinational | 82 | 762 | 0.320
clock buffer | 3 | 41.3 | 0.0173
tap | 133 | 166 | 0.0699
inverter | 8 | 30.0 | 0.0126
clock inverter | 3 | 11.3 | 0.00473
timing repair buffer | 44 | 400 | 0.168
==> what timing repair did <==
item | CTS | global route
pin swaps | 9 | 5
buffers inserted | 2 | 1
endpoints found under the setup margin | 9 | 8
gates resized | 22 | 6
hold endpoints to repair | 0 | 0
gates cloned | 1 | 0
==> cells in the final DEF, fill, tap and decap left out, types with 4 or more instances in the layout <==
master and instances:
buf_4 17, clkdlybuf4s50_1 23, dfrtn_1 7, dfrtp_1 4
dfstp_2 19, dlxtn_1 13, inv_1 9, mux2_2 8
mux2i_1 6, nand2_1 10, nor2b_1 4, o21ai_0 6
xnor2_1 4, xnor2_2 4
==> flip-flops by register name, indices dropped and copies added (netlist names) <==
| signal | flops |
|---|---|
| rdata | 8 |
| rreg | 8 |
| treg | 8 |
| cnt | 5 |
| mid | 4 |
| nbit | 4 |
| cur | 3 |
| done | 1 |
| dout | 1 |
| sck | 1 |
==> stage by stage <==
step / setup slack [ns] / total power, uW / hold WS [ns] / area, um2 / cells
global placement: -1.03 / 2340 / 0.243 / 2200 / 308
finish: -0.509 / 3040 / 0.260 / 2380 / 316
floorplan: -0.413 / 1760 / 0.280 / 1690 / 138
global route: -0.555 / 3260 / 0.314 / 2380 / 316
CTS: -0.522 / 2860 / 0.280 / 2320 / 315
detailed placement: -1.05 / 2360 / 0.244 / 2200 / 308
==> worst reg2reg max path, delay by kind of cell, from the launching register on <==
family | cells | cell delay (ns)
adder cells (fa/ha/maj) | 1 | 0.23
AND/OR/NAND/NOR | 2 | 0.37
AND-OR/OR-AND | 1 | 0.29
flip-flops | 1 | 0.45
XOR/XNOR | 1 | 0.14
==> final timing paths <==
path	from	endpoint	slack, ns	depth (start not counted)
hold / removal	cur[0]	cnt[3]	0.26	2
min in group clk0	cnt[3]	cnt[3]	0.57	1
setup reg to reg	cnt[0]	cnt[2]	-0.34	5
max in group asynchronous	rstb	cur[0]	0.30	1
hold reg to reg	cur[0]	cnt[3]	0.26	2
setup / recovery	sck	sck	-0.51	1
==> synth_stat cells, drive strengths merged (2+ instances only) <==
library cell | n | area (um2)
nand2 | 11 | 41.3
nor2b | 4 | 25.0
xnor2 | 8 | 70.1
o21ai | 6 | 30.0
or2 | 3 | 18.8
inv | 9 | 33.8
a311oi | 3 | 26.3
dfstp | 19 | 499
a211o | 2 | 17.5
mux2 | 8 | 90.1
nand2b | 2 | 12.5
ha | 3 | 37.5
buf | 3 | 23.8
a31oi | 2 | 12.5
dfrtn | 7 | 175
and2 | 2 | 12.5
nand3 | 4 | 20.0
nor2 | 2 | 7.51
a21oi | 2 | 10.0
dlxtn | 13 | 195
dfrtp | 4 | 100
clkbuf | 2 | 7.51
mux2i | 6 | 60.1
==> power groups by stage <==
stage,sequential [uW],combinational [uW],clock (uW)
CTS,1110,1410,352
finish,1110,1590,344
global route,1150,1730,385
==> logic make-up (layout without fill, tap and decap cells) <==
kind of cell,count (synthesis),after routing,synth area share
AND/OR/NAND/NOR,33,33,0.107
flip-flops,30,30,0.466
AND-OR/OR-AND,19,20,0.0806
multiplexers,15,15,0.104
buffers and inverters,14,58,0.0392
latches,13,13,0.117
XOR/XNOR,10,10,0.0610
adder cells (fa/ha/maj),3,3,0.0226
other,1,1,0.00226
==> layer usage <==
metal,vias to the layer above,global-route usage,share of wire
li1,560,-,-
met1,528,0.0513,0.41
met2,22,0.0673,0.50
met3,4,0.0142,0.079
met4,0,0.00528,0.011
met5,-,0,0
No activity file was given, so power comes from the tool's default toggle rates.
